File: flow/run.sh
#!/bin/bash
# OpenROAD 26Q1-2900-gdf79404cd8, Yosys 0.63+post, stock flow scripts
make -C /OpenROAD-flow-scripts/flow DESIGN_CONFIG=/design/flow/config.mk WORK_HOME=/design/flow/orfs finish
File: flow/config.mk
export PLATFORM = sky130hd
export DESIGN_NAME = regfile
export DESIGN_NICKNAME = regfile
export VERILOG_FILES = /design/flow/design.v
export SDC_FILE = /design/flow/constraint.sdc
export NUM_CORES = 4
export LEC_CHECK = 1
export CORE_UTILIZATION = 50
File: flow/constraint.sdc
current_design regfile

set clk_period 5.9
set clk_io_pct 0.2

create_clock -name clk0 -period $clk_period [get_ports {clk}]

set non_clock_inputs [all_inputs -no_clocks]
set_input_delay [expr $clk_period * $clk_io_pct] -clock clk0 $non_clock_inputs
set_output_delay [expr $clk_period * $clk_io_pct] -clock clk0 [all_outputs]
File: flow/design.v
module regfile(	input logic clk,
		input logic we3,
		input logic [4:0] ra1, ra2, wa3,
		input logic [31:0] wd3,
		output logic [31:0] rd1, rd2);
	logic [31:0] rf[31:0];
	always_ff @(posedge clk) 
		if (we3)
			rf[wa3] <= wd3;
	assign rd1=(ra1 !=0) ? rf[ra1] : 0;
	assign rd2=(ra2 !=0) ? rf[ra2] : 0; 
endmodule
==> flow_metrics.env <==
# source this file to load flow results
export IMPL_post_synth_inst_count=2400
export IMPL_largest_register_ff_count=1024
export IMPL_finish_cell_count_without_fillers=3959
export IMPL_async_flop_share_pct=0
export IMPL_top_cell_area_share_pct=65.5
export IMPL_via_per_inst=6.76
export IMPL_p_comb_share_pct=9.5
export IMPL_startpoint_type_of_the_worst_setup_path="input port"
export IMPL_grt_max_degree=69
export IMPL_seq_power_share_pct=49.5
export IMPL_cts_buffer_depth=3
export IMPL_globalRouteOverflowTotal=0
export IMPL_ys_warn_count=1
export IMPL_synth_main_ff_cell="edfxtp_1"
export IMPL_cts_htree_levels=3
export IMPL_clock_group_share_of_total_power_pct=41.0
export IMPL_max_freq_mhz=170
export IMPL_remaining_number_of_nets_flagged_by_the_antenna_check_after_routing=0
export IMPL_first_pass_grt_wire_length_mm=211
export IMPL_port_buffers=112
export IMPL_layout_top_cell="edfxtp_1"
export IMPL_switching_share_pct=22.7
export IMPL_p_int_w=0.0127
export IMPL_synth_cell_types=40
export IMPL_leakage_nw=17.6
export IMPL_placed_cells_incl_taps=3758
export IMPL_first_iter_violations=1711
export IMPL_cpLargestDelayFamily="buffers and inverters"
export IMPL_drt_wirelength_per_cell_um=37.6
export IMPL_inserted_clock_buffers=107
export IMPL_initial_core_util_pct=50.4
export IMPL_netlist_top_cells_area="edfxtp_1, mux4_2, mux2i_1, a22o_1, clkbuf_1"
export IMPL_edf_count=1024
export IMPL_post_synth_top_area_cell="edfxtp_1"
export IMPL_num_rows=112
export IMPL_ios=113
export IMPL_tightest_slew_ns=1.44
export IMPL_detailedPlace_worstSlack_ns=-0.0887
export IMPL_place_gp_congestion=0.924
export IMPL_cp_data_arrival_time_ns=4.70
export IMPL_timing_worst_setup_path_type="input port to output port"
export IMPL_end_kind="output port"
export IMPL_layout_top_cells_excl_fill_tap="edfxtp_1, mux4_2, mux2i_1, buf_4, clkbuf_16"
export IMPL_timing_slew_headroom_pct=3.16
export IMPL_final_max_tran_viols=0
export IMPL_drc_errors=0
export IMPL_tritoncts_clock_tree="built"
export IMPL_cpPeakStageDelay_ns=1.11
export IMPL_openroad_warnings=26
export IMPL_holdCritStartpoint="wd3[27]"
export IMPL_registers_top_by_ff_count="rf"
export IMPL_dr_total_vias=26800
export IMPL_fillCellCount=6537
export IMPL_cts_num_sinks=1024
export IMPL_post_route_cells_drive_above_1_share_pct=31.1
export IMPL_syn_area_per_cell_um2=19.6
export IMPL_period_minus_slack_ns=5.88
export IMPL_grt_pass1_vias=30100
export IMPL_ctsHoldBuffers=0
export IMPL_critPathSlowestCell="a211oi_1"
export IMPL_power_density_nw_per_um2=302
export IMPL_post_route_util_pct=58.3
export IMPL_vdd_ir_drop_max_v=0.000280
export IMPL_worst_endpoint_required_ns=4.72
export IMPL_number_of_antenna_violations_at_the_first_check_in_global_routing=2
export IMPL_clk_pin_slew_worst_paths_ns=0.06
export IMPL_synth_seq_area_share_pct=65.5
export IMPL_cts_setup_buffers=0
export IMPL_crit_path_cell_trace="clkdlybuf4s50_1, or3b_2, buf_12, o221ai_1, a211oi_1, nor3_1, buf_4, clkdlybuf4s50_1"
export IMPL_fp_dieW_um=308
export IMPL_crit_path_buf_inv_count=4
export IMPL_max_cap_viol_count=0
export IMPL_post_cts_resize_count=3
export IMPL_die_h_um=308
export IMPL_clock_root_buffer="clkbuf_16"
export IMPL_yosys_cells=2400
export IMPL_setup_violations=0
export IMPL_power_switching_w=0.00374
export IMPL_grt_usage_pct=36.1
export IMPL_first_pass_iters=5
export IMPL_layout_worst_path_cycle_share_pct=99.6
export IMPL_top_regs="rf x1024"
export IMPL_critPathMostFrequentCell="clkdlybuf4s50_1"
export IMPL_syn_to_final_growth_pct=15.7
export IMPL_wirelength_mm=149
export IMPL_syn_area_um2=47000
export IMPL_core_um2=93200
export IMPL_post_dp_hpwl_mm=91.2
export IMPL_yosys_area_um2=47000
export IMPL_worstPathMaxFanout=48
export IMPL_grt_setup_unrepaired="no"
export IMPL_holdCritPathClass="input port to flop"
export IMPL_ys_seq_elements=1024
export IMPL_postLayoutSetupSlackWorst_ns=0.0239
export IMPL_hold_end="rf[12][27]"
export IMPL_die_area_um2=95200
export IMPL_hold_path_depth=2
export IMPL_hold_violations=0
export IMPL_outcome="finished clean"
layer usage:
metal / share of wire (%) / wire (um) / vias to the layer above / track usage (%)
li1: - / - / 10900 / -
met1: 29 / 43100 / 13400 / 42.0
met2: 46 / 68100 / 2171 / 50.1
met3: 21 / 31000 / 341 / 32.0
met4: 4.1 / 6150 / 8 / 10.7
met5: 0.31 / 458 / - / 1.91
per-stage QoR:
step	power, W	cell area (um^2)	TNS (ns)	hold WS (ns)
floorplan	0.00905	47000	0	1.28
global placement	0.00980	50800	-3.13	2.01
detailed placement	0.00982	50800	-0.130	2.01
CTS	0.0165	54300	0	1.29
global route	0.0169	54300	0	1.32
finish	0.0164	54300	0	1.31
how the worst max path moves through the flow:
stage	startpoint	endpoint	slack, ns	cells past startpoint
4_1_cts	ra2[0]	rd2[26]	0.24	8
5_1_grt	ra2[3]	rd2[26]	0.04	8
6_report	ra2[3]	rd2[26]	0.02	8
synthesized netlist by cell type, drive strengths merged (2+ instances only):
cell and count:
mux2i 183, or3b 5, clkbuf 104, nand3 4
edfxtp 1024, a211o 23, a32o 9, nor4 9
a21oi 46, nor3 33, and2 13, nand2b 3
nor2 35, nand2 65, nor2b 8, inv 25
or3 2, mux2 24, nand3b 7, a22o 62
a211oi 47, a2111oi 31, buf 97, mux4 425
o22ai 55, o221ai 31, a221oi 23
cell type report:
type / count / area (um^2) / share of cell area, %
diodes: 1 / 2.50 / 0.00461
clock buffers: 131 / 2790 / 5.13
clock inverters: 69 / 707 / 1.30
inverters: 25 / 96.3 / 0.177
multi-input cells: 1150 / 15400 / 28.4
flip-flops and latches: 1024 / 30700 / 56.6
well taps: 1254 / 1570 / 2.89
repair buffers: 305 / 2980 / 5.49
power by group through the flow:
stage         Combinational, W  Sequential [W]  Clock, W
CTS                    0.00154         0.00813   0.00681
global route           0.00164         0.00814   0.00709
finish                 0.00155         0.00813   0.00674
kinds of logic after synthesis:
| group | after synthesis | synth area share [%] |
|---|---|---|
| AOI/OAI and AO/OA | 331 | 5.41 |
| muxes | 632 | 24.9 |
| DFF | 1024 | 65.5 |
| buffers and inverters | 226 | 2.31 |
| and+or+nand+nor | 187 | 1.94 |
Power figures rest on the tool's default switching activity, not on a simulated workload.
