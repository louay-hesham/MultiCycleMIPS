File: flow/design.v
module alu(input  logic [31:0] a, b,
	input  logic [2:0]  f,
	output logic [31:0] y,
	output logic zero); 
	always_comb
	begin
		case(f)
			0: y = a & b;
			1: y = a | b;
			2: y = a + b;
			3: y = 31'bz;
			4: y = a & ~b;
			5: y = a | ~b;
			6: y = a - b;
			7: begin
				logic [31:0] s;
				s = a - b;
				if (s[31] === 1) y = 1;
				else y = 0;
			   end
			default: y = 31'bz;
		endcase
		zero = (y === 0);
	end
endmodule 
File: flow/run.sh
#!/bin/bash
# OpenROAD 26Q1-2900-gdf79404cd8, Yosys 0.63+post, stock flow scripts
make -C /OpenROAD-flow-scripts/flow DESIGN_CONFIG=/design/flow/config.mk WORK_HOME=/design/flow/orfs finish
File: flow/config.mk
export PLATFORM = sky130hd
export DESIGN_NAME = alu
export DESIGN_NICKNAME = alu
export VERILOG_FILES = /design/flow/design.v
export SDC_FILE = /design/flow/constraint.sdc
export NUM_CORES = 4
export LEC_CHECK = 1
export CORE_UTILIZATION = 50
File: flow/constraint.sdc
current_design alu

set clk_period 19.4
set clk_io_pct 0.2

create_clock -name clk0 -period $clk_period

set non_clock_inputs [all_inputs -no_clocks]
set_input_delay [expr $clk_period * $clk_io_pct] -clock clk0 $non_clock_inputs
set_output_delay [expr $clk_period * $clk_io_pct] -clock clk0 [all_outputs]
==> deck_impl_summary.md <==
Implementation Results

Finish
  • Post-Layout Cell Count: 1000
  • Area delta synth->final: 18.9%
  • Top Layout Cells: 98 x clkdlybuf4s50_1, 84 x a21oi_1, 65 x inv_1
  • Fin area: 6310 um^2
  • Clkbuf count: 0
  • Proportion of layout cells with a drive suffix above 1: 4.63%
  • Sequential cells: 0
  • Filler Cells Inserted: 909
  • Reg area: 0 um^2
  • Dominant logic cell type in the layout: clkdlybuf4s50_1

Hold path
  • HP Class: in -> out
  • Min-Delay Path Depth: 5

Detailed routing
  • Vias per std cell: 6.55
  • DRT antenna net count: 0
  • WL final: 19.2 mm
  • Starting DRT DRC Count: 552
  • DRC viols: 0
  • Total vias in the final route: 6550
  • Diode count: 0
  • WL per Instance: 19.2 um
  • Drt pass-1 iters: 5

Run
  • Max-cap violations: 0
  • Tool warning count: 64

Yosys
  • Area share, top type: 14.6%
  • Ys Warns: 3
  • Synth area leader: ha_1
  • Avg Synthesized Cell Area: 6.56 um^2
  • Syn Inst Count: 809
  • Yosys stat cell total: 809
  • Top cells, area: ha_1 15%, a21oi_1 7.9%, inv_1 4.6%, nor2_1 4.2%, nand2_1 3.8%
  • Unique cell type count in the Yosys netlist: 82
  • Post-Syn Area: 5310 um^2
  • Yosys synthesis chip area: 5310 um^2
  • Synth Seq Share: 0%

Worst setup path
  • Crit path launch type: primary input
  • Classification of the worst setup path: in -> out
  • Worst Setup End Kind: output pin
  • Worst path arrival time: 8.49 ns
  • Crit path DRT: 15.52 ns
  • Critical-path maximum fanout: 10

Floorplan
  • Row cnt: 37
  • Core box area: 10300 um^2
  • Chip footprint: 11000 um^2
  • Die X: 105 um
  • Starting Density: 51.4%
  • Die H: 105 um
  • I/O pin cnt: 100

STA
  • RSZ-0062 raised after global routing: false
  • Tightest Pin Transition: 0.798 ns
  • Final worst path period need: 12.37 ns
  • Final TNS setup: 0 ns
  • Final period util: 63.8%
  • Max Slew Vio Count: 0
  • Final hold vios: 0
  • Endpoints failing setup: 0
  • Max Fclk: 80.8 MHz
  • Slew headroom: 46.7%

Global route
  • Total grt overflow: 0
  • First-pass GRT wire length: 30.7 mm
  • Number of global-route vias before repair: 5882
  • Total GRT Usage: 34.9%
  • Pin count of the biggest net entering global routing: 57
  • GR Util met2: 52.6%
  • GR Layer Usage met1: 51.6%
  • Busiest layer in global routing: met2
  • Initial antenna violation count: 1
  • Met3 usage: 6.93%

Placement
  • Dpl hpwl: 14.9 mm
  • PortBufs: 100
  • Placed cell areas: 6310 um^2
  • Gpl congestion: 1.04
  • Placed cell count: 1000

Clock tree
  • Cts hold-fix bufs: 0
  • Resized Gates After CTS: 0
  • Postcts setup bufs: 0

Power and ir drop
  • PwrDens: 31.0 nW/um^2
  • Leakage: 2.59 nW
  • VDD IR max: 0.0000238 V

Run status
  • Status: finished clean
-- report_power, final --
| part | total (mW) | switching (mW) | leakage, nW | internal, mW |
|---|---|---|---|---|
| registers | 0 | 0 | 0 | 0 |
| logic | 0.195 | 0.112 | 2.59 | 0.0838 |
| clock network | 0 | 0 | 0 | 0 |
| total | 0.195 | 0.112 | 2.59 | 0.0838 |
-- worst max-delay path: stages --
cell,delay (ns)
clkdlybuf4s50_1,0.58
inv_1,0.10
ha_1,0.52
inv_2,0.12
o31ai_1,0.48
nor2b_1,0.28
nor3_1,0.14
o211ai_1,0.24
mux2i_1,0.13
a2111oi_0,0.53
o2111ai_1,0.31
nor4_2,0.33
nand4_1,0.18
nor3_2,0.18
clkdlybuf4s50_1,0.48
-- Yosys cell counts, types with 13 or more instances --
| cell | count |
|---|---|
| nand3_1 | 29 |
| clkbuf_1 | 33 |
| a21oi_1 | 84 |
| nor3_1 | 31 |
| nor2_1 | 59 |
| nor4_1 | 15 |
| xnor2_1 | 18 |
| o21ai_0 | 40 |
| o22ai_1 | 15 |
| xor2_1 | 20 |
| ha_1 | 62 |
| o31ai_1 | 18 |
| inv_1 | 65 |
| nand2_1 | 54 |
| nand4_1 | 14 |
| o21bai_1 | 13 |
| buf_2 | 14 |
| a21o_1 | 13 |
-- logic make-up (layout without fill, tap and decap cells) --
logic type	count (synthesis)	in the layout	synth area share, %
xor gates and xnor gates	38	38	6.27
AOI/OAI and AO/OA	302	302	39.9
buffers and inverters	121	176	9.03
adders and majority gates	75	75	17.4
and+or+nand+nor	263	263	25.4
muxes	10	10	1.93
-- final timing paths --
kind	startpoint	end	slack (ns)
hold / removal	f[0]	y[12]	8.88
setup / recovery	b[9]	zero	7.03
-- layout make-up --
cell class	count	area, um^2	share of cell area [%]
Timing Repair Buffer	108	1050	16.7
Tap cell	136	170	2.70
Inverter	68	255	4.05
Multi-Input combinational cell	688	4830	76.6
-- metrics by stage --
stage | hold slack, ns | util [%] | worst slack (ns) | total power [mW]
6_report | 8.88 | 61.1 | 7.03 | 0.195
5_1_grt | 8.95 | 61.1 | 6.73 | 0.212
4_1_cts | 8.87 | 61.1 | 7.14 | 0.192
3_5_place_dp | 8.87 | 61.1 | 7.19 | 0.190
3_3_place_gp | 8.86 | 61.1 | 7.03 | 0.190
2_1_floorplan | 7.87 | - | 8.80 | 0.120
-- per-layer routing --
layer	wire [um]	share of wire, %
met5	0	0
met4	359	1.9
met3	1970	10
met2	8220	43
met1	8670	45
Power figures rest on the tool's default switching activity, not on a simulated workload.
