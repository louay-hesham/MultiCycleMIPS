$ cat flow/run.sh
#!/bin/bash
# OpenROAD 26Q1-2900-gdf79404cd8, Yosys 0.63+post, stock flow scripts
make -C /OpenROAD-flow-scripts/flow DESIGN_CONFIG=/design/flow/config.mk WORK_HOME=/design/flow/orfs finish
$ cat flow/config.mk
export PLATFORM = sky130hd
export DESIGN_NAME = flopr
export DESIGN_NICKNAME = flopr
export VERILOG_FILES = /design/flow/design.v
export SDC_FILE = /design/flow/constraint.sdc
export NUM_CORES = 4
export LEC_CHECK = 1
export CORE_AREA = 10 10 70 70
export DIE_AREA = 0 0 80 80
$ cat flow/constraint.sdc
current_design flopr

set clk_period 1.5
set clk_io_pct 0.2

create_clock -name clk0 -period $clk_period [get_ports {clk}]

set non_clock_inputs [all_inputs -no_clocks]
set_input_delay [expr $clk_period * $clk_io_pct] -clock clk0 $non_clock_inputs
set_output_delay [expr $clk_period * $clk_io_pct] -clock clk0 [all_outputs]
$ cat flow/design.v
module flopr 	#(parameter WIDTH=8)
		(input logic clk, reset, enable,
		input logic [WIDTH-1:0] d,
		output logic [WIDTH-1:0] q);
	always_ff @(posedge clk, posedge reset)
		if (reset) 
			q <= 0;
		else if (enable)
			q <= d;
		else 
			q <= q;
endmodule
==> impl_metrics.ini <==
; synthesis and place-and-route metrics
[power_and_ir_drop]
peakVddDrop_mv = 0.130
p_per_area_nw_per_um2 = 859
power_leakage_nw = 0.258

[synth]
synth_cell_type_count = 4
ys_cells = 18
syn_area_per_cell_um2 = 18.6
yosys_area_um2 = 335
syn_inst = 18
synth_seq_share = 0.597
ys_ff = 8
mappedNetlistArea_um2 = 335
yosys_warnings = 1

[placement]
routabilityCongestion = 0.708
port_buffers = 18
pre_cts_ws_ps = 126

[final_timing]
max_freq_mhz = 728
max-slew-margin-rel = 0.802
holdWs_ps = 304
setup_tns_ps = 0
tightest_slew_ps = 296
final.min_clock_period_ps = 1370
maxSlewViolCount = 0
finalHoldViolations = 0
rsz0062_at_grt = no
setup_viol = 0
period_used_share = 0.916
final.setup.worst_slack_ps = 126
fin_skew_ps = 0

[drt]
wirelength_um = 868
drt_iter0_drc = 8
ant_nets = 0
vias = 213
drc = 0
viasPerCell = 2.51
drtPass1Iterations = 2
wl_per_cell_um = 10.2
antennaDiodeCount = 0

[worst_setup_path]
cp-startpoint = q[3]
critPathRequiredTime_ps = 1200
crit_chain = clkdlybuf4s50_1
path_max_fanout = 2
regToRegStartpoint = q[7]
crit_arrival_ps = 1070
path_depth = 1
crit_family = buffers and inverters
worstSetupEndpoint = q[3]
critPathKind = flop to output pin
cp_slowest_cell = clkdlybuf4s50_1
reg2regPathDepth = 1
crit_path_start_kind = flop
crit_path_end_kind = output pin
r2r-end = q[7]
cpPeakStageDelay_ps = 490
rrSetupSlack_ps = 730
cp_num_buf_inv = 1

[clock_network]
root_buffer = clkbuf_4
cts_hold_buf = 0
numCtsBuffers = 3
cts-resized-gates = 0
clock_latency_ps = 240
cts_tree = done
cts_setup_buffers = 0
cts.htree.levels = 1
clockBufferDepth = 2
cts_sinks = 8
cts.reportedPaths.clkPinSlew_ps = 50

[cells_and_area]
area_growth_pct = 80.2
top_register = q
lay_top_cells = clkdlybuf4s50_1, mux2_4, dfrtp_1, clkbuf_4
drive_above_1_share = 0.308
lay_top_count = clkdlybuf4s50_1
regArea_um2 = 200
fillers = 384
largest_reg_flops = 8
comb_area_um2 = 120
top_regs = q (8)

[floorplan]
die_width_um = 80
dieHeight_um = 80
ios = 19
fp_util = 0.0982
coreArea_um2 = 3420
dieArea_um2 = 6400
fp-row-count = 21

[grt]
track_usage = 0.0265
busiest_layer = met2
gr-usage-met3 = 0.00568
grt_pass1_wl_um = 1330
use_met1 = 0.0310
grt-ovfl-total = 0
antenna_found_initial = 0
grtUsageMet2 = 0.0441
grt_max_degree = 9
grt_pass1_vias = 248

[job]
openroad.warnings = 25
cap_violations = 0

[run_status]
status = finished, final reports clean

[min_path]
hold_class = input pin to async pin
cells by family (layout without fill, tap and decap cells):
group | Yosys count | count (layout) | synth area share
buffers and inverters | 2 | 23 | 0.0448
DFF | 8 | 8 | 0.597
muxes | 8 | 8 | 0.358
routing by layer:
metal | up-vias | wire, µm
met5 | - | 0
met4 | 0 | 41
met3 | 2 | 46
met2 | 9 | 422
met1 | 97 | 358
li1 | 105 | -
synth_stat cells:
cell type,count,share of area
inv_1,1,0.011
mux2_4,8,0.36
dfrtp_1,8,0.60
buf_6,1,0.034
power by group:
part	internal [mW]	leakage [nW]	total [mW]	switching, mW
clock network	0.0908	0.0138	0.153	0.0621
registers	0.238	0.0935	0.251	0.0128
logic	0.0938	0.151	0.116	0.0218
worst min-delay path by stage:
| stage | cells past startpoint | slack, ps | end |
|---|---|---|---|
| finish | 2 | 300 | q[4] |
| global route | 2 | 350 | q[1] |
| CTS | 2 | 300 | q[4] |
layout make-up:
type,count,area share
clock buffers,3,0.0373
flip-flops and latches,8,0.331
inverters,1,0.00621
repair buffers,19,0.331
well taps,46,0.0952
multi-input cells,8,0.199
stage by stage:
| step | std cells | power [mW] | instance area (µm²) | utilization |
|---|---|---|---|---|
| 6_report | 85 | 0.519 | 604 | 0.177 |
| 5_1_grt | 85 | 0.551 | 604 | 0.177 |
| 4_1_cts | 85 | 0.530 | 604 | 0.177 |
| 3_5_place_dp | 82 | 0.373 | 582 | 0.170 |
| 3_3_place_gp | 82 | 0.372 | 582 | 0.170 |
| 2_1_floorplan | 18 | 0.291 | 335 | - |
Power figures rest on the tool's default switching activity, not on a simulated workload.
